==> /design/flow/design.v <==
`timescale 1ns / 1ps
module axis_register_reduced #(
    parameter integer BYTE_WIDTH = 8,
    parameter integer USER_WIDTH = 8
) (
    input  logic                      CLK          ,
    input  logic                      RESET        ,
    input  logic [(BYTE_WIDTH*8)-1:0] S_AXIS_TDATA ,
    input  logic [  (BYTE_WIDTH-1):0] S_AXIS_TKEEP ,
    input  logic [  (USER_WIDTH-1):0] S_AXIS_TUSER ,
    input  logic                      S_AXIS_TVALID,
    output logic                      S_AXIS_TREADY,
    input  logic                      S_AXIS_TLAST ,
    output logic [(BYTE_WIDTH*8)-1:0] M_AXIS_TDATA ,
    output logic [  (BYTE_WIDTH-1):0] M_AXIS_TKEEP ,
    output logic [  (USER_WIDTH-1):0] M_AXIS_TUSER ,
    output logic                      M_AXIS_TVALID,
    input  logic                      M_AXIS_TREADY,
    output logic                      M_AXIS_TLAST
);
   (* srl_style = "register" *)logic [(BYTE_WIDTH*8)-1:0] data_reg ;
   (* srl_style = "register" *)logic [  (BYTE_WIDTH-1):0] keep_reg ;
   (* srl_style = "register" *)logic                      last_reg ;
    typedef enum {
        RESET_ST,  
        IDLE_ST,   
        FULL_ST    
    } fsm;
    (* fsm_encoding = "none" *) fsm current_state = RESET_ST;
    always_comb begin : M_AXIS_TVALID_processing 
        if (current_state == RESET_ST || current_state == IDLE_ST) begin 
            M_AXIS_TVALID = 1'b0;
        end else begin 
            M_AXIS_TVALID = 1'b1;
        end 
    end 
    always_comb begin : S_AXIS_TREADY_processing 
        if (M_AXIS_TREADY) begin 
            S_AXIS_TREADY = 1'b1;
        end else begin 
            S_AXIS_TREADY = 1'b0;
        end 
    end 
    always @(posedge CLK) begin 
        if (RESET) begin
            current_state <= RESET_ST;
        end else begin 
            case (current_state)
                IDLE_ST:
                    if (S_AXIS_TVALID & S_AXIS_TREADY) begin 
                        current_state <= FULL_ST;
                    end else begin 
                        current_state <= current_state;
                    end 
                FULL_ST:
                    if ((M_AXIS_TREADY & (!S_AXIS_TVALID)) | (M_AXIS_TREADY & M_AXIS_TVALID & !S_AXIS_TVALID)) begin 
                        current_state <= IDLE_ST;
                    end else begin 
                        current_state <= current_state;
                    end 
                default:
                    current_state <= IDLE_ST;
            endcase
        end
    end
    always_ff @(posedge CLK) begin : data_reg_processing 
        if (M_AXIS_TREADY) begin 
            data_reg <= S_AXIS_TDATA;
        end else begin 
            data_reg <= data_reg;
        end 
    end
    always_comb begin : M_AXIS_TDATA_processing 
        M_AXIS_TDATA = data_reg;
    end 
    always_ff @(posedge CLK) begin : keep_reg_processing 
        if (M_AXIS_TREADY) begin 
            keep_reg <= S_AXIS_TKEEP;
        end else begin 
            keep_reg <= keep_reg;
        end 
    end
    always_comb begin : M_AXIS_TKEEP_processing 
        M_AXIS_TKEEP = keep_reg;
    end 
    always_ff @(posedge CLK) begin : last_reg_processing 
        if (M_AXIS_TREADY) begin 
            last_reg <= S_AXIS_TLAST;
        end else begin 
            last_reg <= last_reg;
        end 
    end
    always_comb begin : M_AXIS_TLAST_processing 
        M_AXIS_TLAST = last_reg;
    end 
    generate
        if (USER_WIDTH > 0) begin
           (* srl_style = "register" *)logic [(USER_WIDTH-1):0] user_reg;
            always_ff @(posedge CLK) begin : user_reg_processing
                if (M_AXIS_TREADY) begin 
                    user_reg <= S_AXIS_TUSER;
                end else begin
                    user_reg <= user_reg;
                end
            end
            always_comb begin : M_AXIS_TUSER_processing 
                M_AXIS_TUSER = user_reg;
            end 
        end 
    endgenerate
endmodule : axis_register_reduced 
==> /design/flow/run.sh <==
#!/bin/bash
# OpenROAD 26Q1-2900-gdf79404cd8, Yosys 0.63+post, stock flow scripts
make -C /OpenROAD-flow-scripts/flow DESIGN_CONFIG=/design/flow/config.mk WORK_HOME=/design/flow/orfs finish
==> /design/flow/config.mk <==
export PLATFORM = sky130hd
export DESIGN_NAME = axis_register_reduced
export DESIGN_NICKNAME = axis_register_reduced
export VERILOG_FILES = /design/flow/design.v
export SDC_FILE = /design/flow/constraint.sdc
export NUM_CORES = 4
export LEC_CHECK = 1
export CORE_UTILIZATION = 50
==> /design/flow/constraint.sdc <==
current_design axis_register_reduced

set clk_period 1.5
set clk_io_pct 0.2

create_clock -name clk0 -period $clk_period [get_ports {CLK}]

set non_clock_inputs [all_inputs -no_clocks]
set_input_delay [expr $clk_period * $clk_io_pct] -clock clk0 $non_clock_inputs
set_output_delay [expr $clk_period * $clk_io_pct] -clock clk0 [all_outputs]
==> run_results.csv <==
group,metric,value,unit
yosys,yosys-stat-cells,91,
yosys,netlist_area_before_placement,2540,um^2
die,core.rowCount,25,
die,die_height,73.3,um
status,status,"aborted with a tool error",
yosys,ys_warn_count,1,
placement,place.gp.congestion,0.799,
yosys,synth.ff_latch_count,83,
yosys,ys_chip_area,2540,um^2
die,die_width,73.3,um
yosys,synth.avg_cell_area,27.9,um^2
yosys,yosys.stat.seqShare,97.4,%
die,initial_utilization,52.7,%
yosys,syn_inst,91,
yosys,synthDistinctLibCells,10,
placement,io_buffer_count,167,
status,tool_error_message,"[ERROR DPL-0036] Detailed placement failed.",
die,top_level_ports,168,
status,stop_stage,"detailed placement (3_5_place_dp)",
==> synth_stat cells <==
cell | count | area share (%)
sky130_fd_sc_hd__o21ai_2 | 1 | 0.35
sky130_fd_sc_hd__nand2b_4 | 1 | 0.54
sky130_fd_sc_hd__edfxtp_1 | 81 | 96
sky130_fd_sc_hd__clkbuf_1 | 1 | 0.15
sky130_fd_sc_hd__nor2b_4 | 1 | 0.54
sky130_fd_sc_hd__nand4b_1 | 1 | 0.35
sky130_fd_sc_hd__nor2b_1 | 1 | 0.25
sky130_fd_sc_hd__dfxtp_1 | 2 | 1.6
sky130_fd_sc_hd__buf_4 | 1 | 0.30
sky130_fd_sc_hd__nor2_1 | 1 | 0.15
==> logic make-up after synthesis <==
group                  share of synthesized area [%]
and+or+nand+nor                                 1.82
DFF                                             97.4
buffers and inverters                          0.444
AOI/OAI and AO/OA                              0.345
==> per-stage QoR <==
step | power [uW] | setup WS [ns] | cells
floorplan | 2810 | 0.725 | 91
global placement | 3400 | 0.286 | 325
Power and IR drop assume default switching activity.
